==> flow/design.v <==
`default_nettype none
    module digit0(
        input wire CLK, RST, BTN,
        output wire [3:0] VAL,
        output wire COUT     
    );
    sec_cnt sc (
        .CLK(CLK),
        .RST(RST),
        .EN(BTNr),
        .VAL(VAL)
    );
    reg BTNr;
always @ (posedge CLK) begin
    if (RST) begin
        BTNr <= 0;
    end else if (BTN) begin
        BTNr <= ~BTNr;
    end
end
    assign COUT = (VAL == 9) ? 1 : 0;
    endmodule
`default_nettype wire
`default_nettype none
module sec_cnt(
    input wire CLK, RST, EN,
    output wire [3:0] VAL,
    output wire EN_SEC
);
parameter [31:0] CNT_FULL = 1_000_000;
reg [3:0] VALr;
reg [31:0] CNT;
always @ (posedge CLK) begin
    if (RST) begin
        CNT <= 0;
        VALr <= 0;
    end else begin
        if (EN) begin
            CNT <= CNT + 1;
            if (CNT == CNT_FULL) begin
                if (VALr == 9) begin
                    VALr <= 0;
                end else begin
                    VALr <= VALr + 1;
                    CNT <= 0;
                end
            end
        end
    end
end
assign EN_SEC = (CNT == CNT_FULL) ? 1 : 0;
assign VAL = VALr;
endmodule
`default_nettype wire
==> flow/run.sh <==
#!/bin/bash
# OpenROAD 26Q1-2900-gdf79404cd8, Yosys 0.63+post, stock flow scripts
make -C /OpenROAD-flow-scripts/flow DESIGN_CONFIG=/design/flow/config.mk WORK_HOME=/design/flow/orfs finish
==> flow/config.mk <==
export PLATFORM = sky130hd
export DESIGN_NAME = digit0
export DESIGN_NICKNAME = digit0
export VERILOG_FILES = /design/flow/design.v
export SDC_FILE = /design/flow/constraint.sdc
export NUM_CORES = 4
export LEC_CHECK = 1
export CORE_UTILIZATION = 40
==> flow/constraint.sdc <==
current_design digit0

set clk_period 5.0
set clk_io_pct 0.2

create_clock -name clk0 -period $clk_period [get_ports {CLK}]

set non_clock_inputs [all_inputs -no_clocks]
set_input_delay [expr $clk_period * $clk_io_pct] -clock clk0 $non_clock_inputs
set_output_delay [expr $clk_period * $clk_io_pct] -clock clk0 [all_outputs]
==> metrics.log <==
[metrics] run summary
[metrics] post-route cell area: 2031 um2
[metrics] maximum number of pins on one net before global-route repair: 25
[metrics] die height: 69.70 um
[metrics] instance area at placement: 1929 um2
[metrics] DRC errors left: 0
[metrics] wire length of the first global-routing pass: 5968 um
[metrics] most instantiated logic cells after routing: sky130_fd_sc_hd__dfxtp_1 (37), sky130_fd_sc_hd__nor2_1 (35), sky130_fd_sc_hd__nand2_1 (15), sky130_fd_sc_hd__xnor2_1 (15), sky130_fd_sc_hd__nand4_1 (14)
[metrics] tightest slew margin relative to the limit: 0.6467
[metrics] Async S/R FF share, synth: 0
[metrics] maximum clock skew at final layout: 3.474 ps
[metrics] setup violation total in the final timing report: 0
[metrics] post-detailed-route wirelength per cell: 12.79 um
[metrics] Initial Utilization: 0.4181
[metrics] number of warning messages in the logs: 26
[metrics] type of element launching the critical path: register
[metrics] vias: 1434
[metrics] number of clock buffers inserted by TritonCTS: 5
[metrics] width of the chip: 69.70 um
[metrics] cell family with most CP delay: buffers and inverters
[metrics] RSZ-0062 raised after global routing: false
[metrics] number of DRC markers after the initial detailed-route iteration: 58
[metrics] Critical Setup Path Class: register to primary output
[metrics] Post-Syn Area per Cell: 8.687 um2
[metrics] number of levels in the clock H-tree: 2
[metrics] delay of the slowest cell on the worst path: 480 ps
[metrics] cell count in the Yosys report: 211
[metrics] hold_buf cts: 0
[metrics] chip footprint: 4857 um2
[metrics] yosys synthesis chip area: 1833 um2
[metrics] flops out of synthesis: 37
[metrics] detailed placement HPWL: 2371 um
[metrics] type of destination of the critical path: primary output
[metrics] CTS root buf: sky130_fd_sc_hd__clkbuf_8
[metrics] Data arrival, critical path: 1520 ps
[metrics] Commonest flop: sky130_fd_sc_hd__dfxtp_1
[metrics] number of antenna violations at the first check in global routing: 0
[metrics] count of antenna diodes in the layout: 0
[metrics] clock sinks: 37
[metrics] area growth from synthesis to layout: 10.79%
[metrics] Longest Clk Path Bufs: 2
[metrics] clock transition at the registers of the reported paths: 70 ps
[metrics] fin crit share: 0.5034
[metrics] clock network latency to the later pin of the worst-skew pair: 280 ps
[metrics] TritonCTS clock tree: done
[metrics] setup TNS: 0 ps
[metrics] type of the most critical hold path: register to register
[metrics] worst-path fanout max: 7
[metrics] Final Hold Slack: 507.3 ps
[metrics] first-pass iteration count of the detailed router: 4
[metrics] worst vdd rail ir drop: 0.1696 mV
[metrics] Via-to-Cell Ratio: 5.292
[metrics] critical-path cell with the highest stage delay: sky130_fd_sc_hd__clkdlybuf4s50_1
[metrics] number of buffer cells added on primary ports: 7
[metrics] count of nets left with antenna violations after detail routing: 0
[metrics] number of global-route vias before repair: 1297
[metrics] total length of routed wires: 3467 um
[metrics] row count: 24
[metrics] WP buf/inv: 1
[metrics] number of pins with negative max-slew slack in the final report: 0
[metrics] share of post-route cells with drive strength above 1: 0.08676
[metrics] synthesized area: 1833 um2
[metrics] number of warnings issued by yosys: 2
[metrics] status: complete, no violations
[metrics] maximum clock frequency: 397.3 MHz
[metrics] Cell variety after synth: 36
[metrics] pin slew with the least headroom to its limit: 528.5 ps
[metrics] Worst Path Required: 4000 ps
[metrics] Global Route Usage Sum: 0.1531
[metrics] Core Area: 4384 um2
[metrics] post-CTS sizing: 0
[metrics] share of the yosys chip area belonging to registers: 0.4041
[metrics] total congestion overflow after global routing: 0
[metrics] Final Hold Violation Tally: 0
[metrics] EDFF count, synth: 0
[metrics] Top Ports: 8
[metrics] most frequent standard cell in the layout excluding fill and tap cells: sky130_fd_sc_hd__dfxtp_1
[metrics] reported max-cap violation count: 0
[metrics] LEAKAGE: 0.6779 nW
[metrics] Routability Congestion: 0.8284
[metrics] Min Clock Period, post-route: 2517 ps
[metrics] total setup buffers inserted after CTS: 0
[metrics] cells after synthesis: 211
[metrics] areal power density over the cells: 266.0 nW/um2
[metrics] series of cell instances along the critical path: and4bb_2 -> clkdlybuf4s50_1
-- per-layer routing --
metal,up-vias,GRT usage,share of wire
met5,-,0,0
met4,0,0.02222,0.010
met2,11,0.2201,0.41
li1,763,-,-
met3,4,0.02950,0.025
met1,656,0.2529,0.55
-- worst register-to-register path, cell delays in order, from the launching register on --
cell and delay [ps]:
sky130_fd_sc_hd__dfxtp_1 370, sky130_fd_sc_hd__nor4_1 400, sky130_fd_sc_hd__nand4_1 330, sky130_fd_sc_hd__nor3_2 340
sky130_fd_sc_hd__a21o_1 290, sky130_fd_sc_hd__buf_4 320, sky130_fd_sc_hd__nor2_1 90
-- registers in the layout, indices dropped and copies added, names as in the netlist --
signal   count
BTNr         1
sc.VALr      4
sc.CNT      32
-- path summary, 6_finish.rpt --
| path | startpoint | slack [ps] | cells past startpoint | end |
|---|---|---|---|---|
| worst min register to register | sc.CNT[31] | 510 | 2 | sc.CNT[31] |
| worst min-delay path | sc.CNT[31] | 510 | 2 | sc.CNT[31] |
| worst max-delay path | sc.VALr[3] | 2480 | 2 | COUT |
| worst max register to register | sc.CNT[24] | 2750 | 6 | sc.CNT[10] |
-- metrics by stage --
step | setup slack (ps) | instances | total power [mW] | utilization
after floorplan | 3270 | 211 | 0.3178 | -
after global placement | 2578 | 263 | 0.3218 | 0.4401
after detailed placement | 2573 | 263 | 0.3216 | 0.4401
after CTS | 2478 | 271 | 0.5502 | 0.4632
after global routing | 2398 | 271 | 0.5628 | 0.4632
final | 2483 | 271 | 0.5402 | 0.4632
-- Yosys cell counts (2+ instances only) --
| master | instances | area share |
|---|---|---|
| sky130_fd_sc_hd__ha_1 | 2 | 0.014 |
| sky130_fd_sc_hd__mux2i_1 | 2 | 0.011 |
| sky130_fd_sc_hd__a21oi_1 | 9 | 0.025 |
| sky130_fd_sc_hd__nand3_1 | 7 | 0.019 |
| sky130_fd_sc_hd__buf_4 | 3 | 0.012 |
| sky130_fd_sc_hd__nor4b_1 | 3 | 0.014 |
| sky130_fd_sc_hd__xnor2_1 | 15 | 0.072 |
| sky130_fd_sc_hd__nand4_1 | 14 | 0.048 |
| sky130_fd_sc_hd__xor2_1 | 12 | 0.057 |
| sky130_fd_sc_hd__inv_1 | 9 | 0.018 |
| sky130_fd_sc_hd__nor2_1 | 35 | 0.072 |
| sky130_fd_sc_hd__dfxtp_1 | 37 | 0.40 |
| sky130_fd_sc_hd__and4_1 | 5 | 0.024 |
| sky130_fd_sc_hd__and3_1 | 2 | 0.0068 |
| sky130_fd_sc_hd__or3_1 | 5 | 0.017 |
| sky130_fd_sc_hd__nor3_1 | 2 | 0.0055 |
| sky130_fd_sc_hd__o311ai_0 | 2 | 0.0096 |
| sky130_fd_sc_hd__nor4_1 | 8 | 0.027 |
| sky130_fd_sc_hd__buf_2 | 4 | 0.011 |
| sky130_fd_sc_hd__o21ai_0 | 5 | 0.014 |
| sky130_fd_sc_hd__nand2_1 | 15 | 0.031 |
-- logic make-up (layout without fill, tap and decap cells) --
kind of cell / Yosys count / after routing / share of synthesized area
flip-flops: 37 / 37 / 0.4041
buffers and inverters: 17 / 25 / 0.04368
multiplexers: 2 / 2 / 0.01092
AND-OR/OR-AND: 19 / 19 / 0.06007
XOR/XNOR: 27 / 27 / 0.1290
adder cells (fa/ha/maj): 2 / 2 / 0.01365
AND/OR/NAND/NOR: 107 / 107 / 0.3386
-- power breakdown --
part / internal, mW / leakage, nW / switching, mW
Sequential: 0.297 / 0.298 / 0.00359
Clock: 0.125 / 0.0542 / 0.101
Combinational: 0.00594 / 0.325 / 0.00843
-- cell type report --
type | instances | area (um2)
Tap cell | 52 | 65.06
Multi-Input combinational cell | 157 | 1012
Clock inverter | 1 | 5.005
Fill cell | 419 | 2354
Inverter | 9 | 33.78
Sequential cell | 37 | 740.7
Clock buffer | 7 | 96.34
Timing Repair Buffer | 8 | 77.57
Power is estimated from default activity; no workload was simulated.
