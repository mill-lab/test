==> /design/flow/design.v <==
`timescale 1ns / 1ps
`default_nettype none
module Decoder_7seg(
    input wire [3:0] VAL,
    output wire[7:0] SEG
    );
	reg [7:0] buff;
	always @(VAL)
	begin
		case (VAL)
			4'b0000:buff <= 8'b1_1000000;  
			4'b0001:buff <= 8'b1_1111001;  
			4'b0010:buff <= 8'b1_0100100;  
			4'b0011:buff <= 8'b1_0110000;  
			4'b0100:buff <= 8'b1_0011001;  
			4'b0101:buff <= 8'b1_0010010;  
			4'b0110:buff <= 8'b1_0000010;  
			4'b0111:buff <= 8'b1_1011000;  
			4'b1000:buff <= 8'b1_0000000;  
			4'b1001:buff <= 8'b1_0010000;  
            4'b1010:buff <= 8'b1_0001000;  
			4'b1011:buff <= 8'b1_0000011;  
			4'b1100:buff <= 8'b1_0100111;  
			4'b1101:buff <= 8'b1_0100001;  
			4'b1110:buff <= 8'b1_0000110;  
			4'b1111:buff <= 8'b1_0001110;  
			default:buff <= 8'b1_1111111;  
		endcase
	end
	assign SEG = buff;
endmodule
`default_nettype wire
`default_nettype none
    module btnflt(
        input wire CLK, RST, BTN,
        output wire BTNQ
    );
    parameter [31:0] CNT_FULL = 1_000_000;
    reg [2:0] STAT;
    reg BTNQr;
    reg [31:0] CNT;
    always @ (posedge CLK) begin
        if (RST) begin
            STAT <= 3'b001;
            CNT <= 0;
            BTNQr <= 0;
        end else begin
            case (STAT)
            3'b001: begin
               BTNQr <= 0;
                if (BTN) begin
                    STAT <= 3'b010;
                end
            end
            3'b010: begin
               BTNQr <= BTN;
               STAT <= 3'b100;
            end
            3'b100: begin
               CNT <= CNT + 1;
               BTNQr <= 0;
               if (CNT==CNT_FULL) begin
                CNT <= 0;
                if (BTN==0) begin
                    STAT <= 3'b001;
                end
               end
            end
            default: begin
                STAT <= 3'b001;
                BTNQr <= 0;
            end
            endcase
        end
    end
    assign BTNQ = BTNQr;
    endmodule
`default_nettype wire
`default_nettype none
module cnt_down_digit0(
    input wire CLK, RST, BTN, DONE,
    input wire [3:0] VAL_SET,
    output wire [3:0] VAL,
    output wire COUT0, BUSY  
);
reg BTNr;
wire EN;
sec_cnt_down scd (
    .CLK(CLK),
    .RST(RST),
    .EN(BTNr),
    .DONE(DONE),
    .VAL_SET(VAL_SET),
    .VAL(VAL),
    .EN_SEC(EN),
    .BUSY(BUSY)
);
always @ (posedge CLK) begin
    if (RST) begin
        BTNr <= 0;
    end else if (BTN) begin
        BTNr <= ~BTNr;
    end
end
assign COUT0 = ((VAL == 0) & EN) ? 1 : 0;
endmodule
module cnt_down_digit1(
    input wire CLK, RST, COUT0, BUSY,
    input wire [3:0] VAL_SET,
    output wire [3:0] VAL,
    output wire COUT1     
);
reg [3:0] VALr;
always @ (posedge CLK) begin
    if (RST) begin
        VALr <= 0;
    end else begin
        if (COUT0) begin
            if (VALr == 0) begin
                VALr <= 9;
            end else begin
                VALr <= VALr - 1;
            end
        end else begin
            if (~BUSY) begin
                VALr <= VAL_SET;
            end
        end
    end
end
assign VAL = VALr;
assign COUT1 = (VAL == 0) ? 1 : 0;
endmodule
module cnt_down_digit2(
    input wire CLK, RST, COUT0, COUT1, BUSY,
    input wire [3:0] VAL_SET,
    output wire [3:0] VAL,
    output wire COUT2     
);
reg [3:0] VALr;
always @ (posedge CLK) begin
    if (RST) begin
        VALr <= 0;
    end else begin
        if (COUT0 & COUT1) begin
            if (VALr == 0) begin
                VALr <= 9;
            end else begin
                VALr <= VALr - 1;
            end
        end else begin
            if (~BUSY) begin
                VALr <= VAL_SET;
            end
        end
    end
end
assign VAL = VALr;
assign COUT2 = (VAL == 0) ? 1 : 0;
endmodule
module cnt_down_digit3(
    input wire CLK, RST, COUT0, COUT1, COUT2, BUSY,
    input wire [3:0] VAL_SET,
    output wire [3:0] VAL
);
reg [3:0] VALr;
always @ (posedge CLK) begin
    if (RST) begin
        VALr <= 0;
    end else begin
        if (COUT0 & COUT1 & COUT2) begin
            if (VALr == 0) begin
                VALr <= 9;
            end else begin
                VALr <= VALr - 1;
            end
        end else begin
            if (~BUSY) begin
                VALr <= VAL_SET;
            end
        end
    end
end
assign VAL = VALr;
endmodule
`default_nettype wire
`default_nettype none
module cnt_down_top (
  input   wire          RESET,
  input   wire          CLK,
  input   wire          BTNU,
  input   wire          BTNL,
  input   wire          BTNC,
  input   wire          BTNR,
  input   wire          BTND,
  output  wire  [11:0]  SEG,
  output  wire  [15:0]  LED
  ) ;
parameter [31:0] CNT_FULL = 100_000;
  wire BTNCQ, BTNRQ;
  wire [15:0] VAL;
  wire DONE;
btnflt bfc_uut (
    .RST(RESET),  
    .CLK(CLK),    
    .BTN(BTNC),   
    .BTNQ(BTNCQ)  
);
btnflt bfr_uut (
    .RST(RESET),  
    .CLK(CLK),    
    .BTN(BTNR),   
    .BTNQ(BTNRQ)  
);
wire SW_COUT0, SW_COUT1, SW_COUT2;
wire [15:0] VAL_SET;
SW_digit0 SWdig0(
    .RST(RESET),     
    .CLK(CLK),       
    .BTN(BTNRQ),      
    .VAL(VAL_SET[3:0]),  
    .COUT0(SW_COUT0)    
);
SW_digit1 SWdig1(
    .RST(RESET),      
    .CLK(CLK),        
    .COUT0(SW_COUT0),    
    .VAL(VAL_SET[7:4]),   
    .COUT1(SW_COUT1)     
);
SW_digit2 SWdig2(
    .RST(RESET),      
    .CLK(CLK),        
    .COUT0(SW_COUT0),    
    .COUT1(SW_COUT1),    
    .VAL(VAL_SET[11:8]),  
    .COUT2(SW_COUT2)     
);
SW_digit3 SWdig3(
    .RST(RESET),       
    .CLK(CLK),         
    .COUT0(SW_COUT0),     
    .COUT1(SW_COUT1),     
    .COUT2(SW_COUT2),     
    .VAL(VAL_SET[15:12])   
);
wire CDD_COUT0, CDD_COUT1, CDD_COUT2, BUSY;
assign DONE = ((VAL == 0) & BUSY);
cnt_down_digit0 cddig0(
    .RST(RESET),     
    .CLK(CLK),       
    .BTN(BTNCQ),     
    .DONE(DONE),
    .VAL_SET(VAL_SET[3:0]),  
    .VAL(VAL[3:0]),  
    .COUT0(CDD_COUT0),    
    .BUSY(BUSY)
);
cnt_down_digit1 cddig1(
    .RST(RESET),      
    .CLK(CLK),        
    .COUT0(CDD_COUT0),    
    .BUSY(BUSY),
    .VAL_SET(VAL_SET[7:4]),  
    .VAL(VAL[7:4]),   
    .COUT1(CDD_COUT1)     
);
cnt_down_digit2 cddig2(
    .RST(RESET),      
    .CLK(CLK),        
    .COUT0(CDD_COUT0),    
    .COUT1(CDD_COUT1),    
    .BUSY(BUSY),
    .VAL_SET(VAL_SET[11:8]),  
    .VAL(VAL[11:8]),  
    .COUT2(CDD_COUT2)     
);
cnt_down_digit3 cddig3(
    .RST(RESET),       
    .CLK(CLK),         
    .COUT0(CDD_COUT0),     
    .COUT1(CDD_COUT1),     
    .COUT2(CDD_COUT2),     
    .BUSY(BUSY),
    .VAL_SET(VAL_SET[15:12]),  
    .VAL(VAL[15:12])   
);
wire [7:0] SEG0, SEG1, SEG2, SEG3;
Decoder_7seg D7_1(
    .VAL(VAL[3:0]),         
    .SEG(SEG0)              
);
Decoder_7seg D7_2(
    .VAL(VAL[7:4]),         
    .SEG(SEG1)              
);
Decoder_7seg D7_3(
    .VAL(VAL[11:8]),        
    .SEG(SEG2)              
);
Decoder_7seg D7_4(
    .VAL(VAL[15:12]),       
    .SEG(SEG3)              
);
reg [3:0] ANODE = 4'b1110;
reg [31:0] CNT;
always @ (posedge CLK) begin  
    if (RESET) begin
        ANODE <= 4'b1110;
        CNT <= 0;
    end else begin
        CNT <= CNT + 1;
        if (CNT == CNT_FULL) begin
            ANODE <= {ANODE[2:0], ANODE[3]};
            CNT <= 0;
        end
    end
end
assign SEG[7:0] = ~ANODE[0] ? SEG0 :
                  ~ANODE[1] ? SEG1 :
                  ~ANODE[2] ? SEG2 :
                  ~ANODE[3] ? SEG3 : 0;
assign SEG[11:8] = ANODE;
endmodule
`default_nettype wire
`default_nettype none
module sec_cnt_down(
    input wire CLK, RST, EN, DONE,
    input wire [3:0] VAL_SET,
    output wire [3:0] VAL,
    output wire EN_SEC,
    output wire BUSY
);
parameter [31:0] CNT_FULL = 100_000_000;
reg [3:0] STAT;
reg [3:0] VALr;
reg [31:0] CNT;
always @ (posedge CLK) begin
    if (RST) begin
        STAT <= 4'b0001;
        CNT <= 0;
        VALr <= VAL_SET;
    end else begin
        case (STAT)
        4'b0001: begin
            VALr <= VAL_SET;
            if (EN) begin
                STAT <= 4'b0010;
            end
        end
        4'b0010: begin
            CNT <= CNT + 1;
            if (CNT == CNT_FULL) begin
                if (VALr == 0) begin
                    CNT <= 0;
                    VALr <= 9;
                end else begin
                    VALr <= VALr - 1;
                    CNT <= 0;
                end
            end
            if (~EN) begin
                STAT <= 4'b0100;
            end
            if (DONE) begin
                STAT <= 4'b1000;
            end
        end
        4'b0100: begin
            if (EN) begin
                STAT <= 4'b0010;
            end
        end
        4'b1000: begin
            if (~EN) begin
                STAT <= 4'b0001;
            end
        end
        default : begin
            STAT <= 4'b0001;
            CNT <= 0;
            VALr <= 0;
        end
        endcase
    end
end
assign EN_SEC = (CNT == CNT_FULL) ? 1 : 0;
assign VAL = VALr;
assign BUSY = ~STAT[0];
endmodule
`default_nettype wire
`default_nettype none
module SW_digit0(
    input wire CLK, RST, BTN,
    output wire [3:0] VAL,
    output wire COUT0     
);
reg [3:0] VALr;
wire EN;
always @ (posedge CLK) begin
    if (RST) begin
        VALr <= 0;
    end else if (BTN) begin
        if (VALr == 9) begin
            VALr <= 0;
        end else begin
            VALr <= VALr + 1;
        end
    end
end
assign VAL = VALr;
assign COUT0 = ((VAL == 9) & BTN) ? 1 : 0;
endmodule
module SW_digit1(
    input wire CLK, RST, COUT0,
    output wire [3:0] VAL,
    output wire COUT1     
);
reg [3:0] VALr;
always @ (posedge CLK) begin
    if (RST) begin
        VALr <= 0;
    end else if (COUT0) begin
        if (VALr == 9) begin
            VALr <= 0;
        end else begin
            VALr <= VALr + 1;
        end
    end
end
assign VAL = VALr;
assign COUT1 = (VAL == 9) ? 1 : 0;
endmodule
module SW_digit2(
    input wire CLK, RST, COUT0, COUT1,
    output wire [3:0] VAL,
    output wire COUT2     
);
reg [3:0] VALr;
always @ (posedge CLK) begin
    if (RST) begin
        VALr <= 0;
    end else if (COUT0 & COUT1) begin
        VALr <= VALr + 1;
        if (VALr == 9) begin
            VALr <= 0;
        end
    end
end
assign VAL = VALr;
assign COUT2 = (VAL == 9) ? 1 : 0;
endmodule
module SW_digit3(
    input wire CLK, RST, COUT0, COUT1, COUT2,
    output wire [3:0] VAL
);
reg [3:0] VALr;
always @ (posedge CLK) begin
    if (RST) begin
        VALr <= 0;
    end else if (COUT0 & COUT1 & COUT2) begin
        VALr <= VALr + 1;
        if (VALr == 9) begin
            VALr <= 0;
        end
    end
end
assign VAL = VALr;
endmodule
`default_nettype wire
==> /design/flow/run.sh <==
#!/bin/bash
# OpenROAD 26Q1-2900-gdf79404cd8, Yosys 0.63+post, stock flow scripts
make -C /OpenROAD-flow-scripts/flow DESIGN_CONFIG=/design/flow/config.mk WORK_HOME=/design/flow/orfs finish
==> /design/flow/config.mk <==
export PLATFORM = sky130hd
export DESIGN_NAME = cnt_down_top
export DESIGN_NICKNAME = cnt_down_top
export VERILOG_FILES = /design/flow/design.v
export SDC_FILE = /design/flow/constraint.sdc
export NUM_CORES = 4
export LEC_CHECK = 1
export CORE_UTILIZATION = 30
==> /design/flow/constraint.sdc <==
current_design cnt_down_top

set clk_period 7.5
set clk_io_pct 0.2

create_clock -name clk0 -period $clk_period [get_ports {CLK}]

set non_clock_inputs [all_inputs -no_clocks]
set_input_delay [expr $clk_period * $clk_io_pct] -clock clk0 $non_clock_inputs
set_output_delay [expr $clk_period * $clk_io_pct] -clock clk0 [all_outputs]
==> CHANGELOG.md <==
## Implementation

* Row count at 68
* Worst-case clock buffer depth at 3
* Pleak at 4.239 nW
* Post-Syn Area at 0.01055 mm²
* Maxcap violations at 0
* Final Max Tran Viols at 0
* CTS tree: built
* Setup Fix Bufs, Post-CTS at 0
* RSZ-0062 raised after global routing: false
* CTS Sinks at 205
* Final hold slack at 0.4585 ns
* Gate Count Post-Synth at 1208
* CP max FO at 12
* Tot GR Track Use at 11.55%
* Post-synthesis compound-gate area fraction at 7.802%
* Detailed Route Iter0 Violations at 442
* Achievable Freq at 248.1 MHz
* Clock skew at 0.01062 ns
* Final antenna-violating net count at 0
* Worst EP arrival at 2.53 ns
* Gr ovfl total at 0
* Post-synthesis average cell area at 8.736 µm²
* Critical path class: reg2out
* Vias at 7967
* Worst hold-check path type: reg2reg
* N_diodes at 0
* Clk slew on worst S/H paths at 0.06 ns
* Post-synth EDFFs at 4
* Post-route minimum period at 4.030 ns
* Largest net degree at the start of global routing at 61
* Synth warnings at 28
* Routed wire per std cell at 11.90 µm
* Yosys xor share at 10.54%
* Area growth, synth to finish at 12.47%
* Pwr per Cell Area at 192.2 mW/mm²
* Yosys chip area at 0.01055 mm²
* Final setup fails at 0
* Post-DP HPWL at 13900 µm
* Fin. Hold Viols at 0
* Drt total wl at 20100 µm
* Place WS at 3.356 ns
* H-tree Lvls at 1
* Post-CTS sizing at 0
* CP required at 6.00 ns
* Vias in the first global route at 7335
* Placeable Area at 0.03454 mm²
* Hold Buf Count CTS at 0
* Buffers on Ports at 15
* Fa+ha+maj area frac at 4.268%
* Die W at 189.6 µm
* Yosys simple share at 28.42%
* Post-synthesis sequential area ratio at 39.27%
* DIE HEIGHT at 189.6 µm
* Boundary pin count at 35
* Worst IR Drop VDD at 0.1748 mV
* CTS Buf Count at 23
* Top comb family, area: simple AND/OR/NAND/NOR gates
* Critical path launch point type: flop
* Main flop type: dfxtp_1
* First-pass DRT Iterations at 5
* Placed cell count at 1647
* Placer's final routability congestion estimate at 0.8217
* Worst Max-Slew Pin Slew at 0.8218 ns
* Status: completed
* Asr flop ratio synth at 0%
* Vias/cell at 4.717
* Mux share at 5.004%
* Yosys cell count at 1208
* Initial antenna violation count at 0
* FP Util at 30.55%
* Worst-skew pair later-pin latency at 0.51 ns
* Final WS setup at 3.470 ns
* Layout cells sized above 1 at 8.347%
* Non-filler cells, final at 1689
* Post-route setup TNS at 0 ns
* Rel. slew slack at 44.79%
* Synth cell types at 80
* Die ar. at 0.03593 mm²
* Final worst path period share at 53.73%
* First-pass GRT wire length at 34600 µm
* DRC at 0
* Tool Warnings at 53
* CTS root buf: clkbuf_16
* Crit end category: output port
* Flops after synth at 205
==> sequential cells by signal (all words and copies together), names as in the netlist, 7 cells and up <==
name / count
D7_1.SEG: 7
CNT: 32
bfr_uut.CNT: 32
bfc_uut.CNT: 32
cddig0.scd.CNT: 32
D7_3.SEG: 7
D7_2.SEG: 7
D7_4.SEG: 7
==> report_power, final <==
| group | total [W] | internal [W] | switching [W] |
|---|---|---|---|
| sequential | 0.00111 | 0.00110 | 0.00000736 |
| combinational | 0.0000500 | 0.0000180 | 0.0000320 |
| clock | 0.00112 | 0.000685 | 0.000439 |
| total | 0.00228 | 0.00180 | 0.000479 |
==> cell usage after synthesis, types with 14 or more instances <==
cell type | number | area [µm²]
a21oi_1 | 45 | 225.2
and3_1 | 15 | 93.84
buf_4 | 17 | 127.6
clkbuf_1 | 26 | 97.59
dfxtp_1 | 201 | 4024
ha_1 | 36 | 450.4
inv_1 | 47 | 176.4
mux2_2 | 14 | 157.7
mux2i_1 | 33 | 330.3
nand2_1 | 72 | 270.3
nand3_1 | 54 | 270.3
nand4_1 | 46 | 287.8
nor2_1 | 198 | 743.2
nor2b_1 | 23 | 143.9
nor3_1 | 26 | 130.1
nor4_1 | 22 | 137.6
o21ai_0 | 30 | 150.1
xnor2_1 | 48 | 420.4
xor2_1 | 79 | 691.9
==> cells by family (layout without fill, tap and decap cells) <==
kind of cell	count (synthesis)	count (layout)
AOI/OAI and AO/OA	129	129
xor gates and xnor gates	127	127
adders and majority gates	36	36
buffers and inverters	102	113
DFF	205	205
muxes	50	50
other	1	16
and+or+nand+nor	558	558
==> per-layer routing <==
| metal | part of all wire, % | vias to the layer above | global-route usage (%) | routed length (µm) |
|---|---|---|---|---|
| li1 | - | 4201 | - | - |
| met1 | 53 | 3655 | 18.23 | 10600 |
| met2 | 42 | 86 | 17.17 | 8509 |
| met3 | 3.2 | 25 | 1.676 | 633 |
| met4 | 1.7 | 0 | 1.985 | 351 |
| met5 | 0 | - | 0 | 0 |
==> worst max-delay path, cell delays in order (launching register included) <==
cell and delay [ns]:
dfxtp_1 0.57, nor2b_1 0.44, a21oi_1 0.17, a21oi_1 0.21
mux2_2 0.17, clkdlybuf4s50_1 0.44
==> through the flow <==
step / utilization [%] / instance area, µm² / total power (W)
after floorplan: - / 10610 / 0.001172
after detailed placement: 32.11 / 11090 / 0.001181
after global routing: 34.36 / 11870 / 0.002374
after global placement: 32.11 / 11090 / 0.001180
final: 34.36 / 11870 / 0.002281
after CTS: 34.36 / 11870 / 0.002318
==> final timing paths <==
path,start,end,slack (ns),depth (start not counted)
worst max-delay path,ANODE[2],SEG[6],3.47,5
worst min-delay path,bfc_uut.STAT[0],bfc_uut.STAT[2],0.46,1
worst max register to register,cddig1.VALr[0],D7_4.SEG[4],3.89,11
worst min register to register,bfc_uut.STAT[0],bfc_uut.STAT[2],0.46,1
==> cells in the final DEF (no fill, tap or decap), types with 26 or more instances in the layout <==
cell,netlist,final
dfxtp_1,201,201
nor2_1,198,198
xor2_1,79,79
nand2_1,72,72
nand3_1,54,54
xnor2_1,48,48
inv_1,47,47
nand4_1,46,46
a21oi_1,45,45
ha_1,36,36
mux2i_1,33,33
o21ai_0,30,30
nor3_1,26,26
==> final cells by class <==
class                   instances  area, µm²
well taps                     455      569.3
clock inverters                 8      71.32
flip-flops and latches        205       4144
clock buffers                  34      706.9
repair buffers                 24      212.7
inverters                      47      176.4
fillers                      3492      22670
multi-input cells             916       5988
Power figures rest on the tool's default switching activity, not on a simulated workload.
