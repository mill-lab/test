===== flow/design.v =====
`timescale 1ns / 1ps
`default_nettype none
module Decoder_7seg(
    input wire [3:0] VAL,
    output wire[7:0] SEG
    );
	reg [7:0] buff;
	always @(VAL)
	begin
		case (VAL)
			4'b0000:buff <= 8'b1_1000000;  
			4'b0001:buff <= 8'b1_1111001;  
			4'b0010:buff <= 8'b1_0100100;  
			4'b0011:buff <= 8'b1_0110000;  
			4'b0100:buff <= 8'b1_0011001;  
			4'b0101:buff <= 8'b1_0010010;  
			4'b0110:buff <= 8'b1_0000010;  
			4'b0111:buff <= 8'b1_1011000;  
			4'b1000:buff <= 8'b1_0000000;  
			4'b1001:buff <= 8'b1_0010000;  
            4'b1010:buff <= 8'b1_0001000;  
			4'b1011:buff <= 8'b1_0000011;  
			4'b1100:buff <= 8'b1_0100111;  
			4'b1101:buff <= 8'b1_0100001;  
			4'b1110:buff <= 8'b1_0000110;  
			4'b1111:buff <= 8'b1_0001110;  
			default:buff <= 8'b1_1111111;  
		endcase
	end
	assign SEG = buff;
endmodule
`default_nettype wire
`default_nettype none
    module btnflt(
        input wire CLK, RST, BTN,
        output wire BTNQ
    );
    parameter [31:0] CNT_FULL = 1_000_000;
    reg [2:0] STAT;
    reg BTNQr;
    reg [31:0] CNT;
    always @ (posedge CLK) begin
        if (RST) begin
            STAT <= 3'b001;
            CNT <= 0;
            BTNQr <= 0;
        end else begin
            case (STAT)
            3'b001: begin
               BTNQr <= 0;
                if (BTN) begin
                    STAT <= 3'b010;
                end
            end
            3'b010: begin
               BTNQr <= BTN;
               STAT <= 3'b100;
            end
            3'b100: begin
               CNT <= CNT + 1;
               BTNQr <= 0;
               if (CNT==CNT_FULL) begin
                CNT <= 0;
                if (BTN==0) begin
                    STAT <= 3'b001;
                end
               end
            end
            default: begin
                STAT <= 3'b001;
                BTNQr <= 0;
            end
            endcase
        end
    end
    assign BTNQ = BTNQr;
    endmodule
`default_nettype wire
`default_nettype none
module SW_digit0(
    input wire CLK, RST, BTN,
    output wire [3:0] VAL,
    output wire COUT0     
);
reg [3:0] VALr;
wire EN;
always @ (posedge CLK) begin
    if (RST) begin
        VALr <= 0;
    end else if (BTN) begin
        if (VALr == 9) begin
            VALr <= 0;
        end else begin
            VALr <= VALr + 1;
        end
    end
end
assign VAL = VALr;
assign COUT0 = ((VAL == 9) & BTN) ? 1 : 0;
endmodule
module SW_digit1(
    input wire CLK, RST, COUT0,
    output wire [3:0] VAL,
    output wire COUT1     
);
reg [3:0] VALr;
always @ (posedge CLK) begin
    if (RST) begin
        VALr <= 0;
    end else if (COUT0) begin
        if (VALr == 9) begin
            VALr <= 0;
        end else begin
            VALr <= VALr + 1;
        end
    end
end
assign VAL = VALr;
assign COUT1 = (VAL == 9) ? 1 : 0;
endmodule
module SW_digit2(
    input wire CLK, RST, COUT0, COUT1,
    output wire [3:0] VAL,
    output wire COUT2     
);
reg [3:0] VALr;
always @ (posedge CLK) begin
    if (RST) begin
        VALr <= 0;
    end else if (COUT0 & COUT1) begin
        VALr <= VALr + 1;
        if (VALr == 9) begin
            VALr <= 0;
        end
    end
end
assign VAL = VALr;
assign COUT2 = (VAL == 9) ? 1 : 0;
endmodule
module SW_digit3(
    input wire CLK, RST, COUT0, COUT1, COUT2,
    output wire [3:0] VAL
);
reg [3:0] VALr;
always @ (posedge CLK) begin
    if (RST) begin
        VALr <= 0;
    end else if (COUT0 & COUT1 & COUT2) begin
        VALr <= VALr + 1;
        if (VALr == 9) begin
            VALr <= 0;
        end
    end
end
assign VAL = VALr;
endmodule
`default_nettype wire
`default_nettype none
module SW_top (
  input   wire          RESET,
  input   wire          CLK,
  input   wire          BTNU,
  input   wire          BTNL,
  input   wire          BTNC,
  input   wire          BTNR,
  input   wire          BTND,
  output  wire  [11:0]  SEG,
  output  wire  [15:0]  LED
  ) ;
parameter [31:0] CNT_FULL = 100_000;
  wire BTNQ;
  wire [15:0] VAL;
btnflt bf_uut (
    .RST(RESET),  
    .CLK(CLK),    
    .BTN(BTNC),   
    .BTNQ(BTNQ)   
);
wire COUT0, COUT1, COUT2;
SW_digit0 SWdig0(
    .RST(RESET),     
    .CLK(CLK),       
    .BTN(BTNQ),      
    .VAL(VAL[3:0]),  
    .COUT0(COUT0)    
);
SW_digit1 SWdig1(
    .RST(RESET),      
    .CLK(CLK),        
    .COUT0(COUT0),    
    .VAL(VAL[7:4]),   
    .COUT1(COUT1)     
);
SW_digit2 SWdig2(
    .RST(RESET),      
    .CLK(CLK),        
    .COUT0(COUT0),    
    .COUT1(COUT1),    
    .VAL(VAL[11:8]),  
    .COUT2(COUT2)     
);
SW_digit3 SWdig3(
    .RST(RESET),       
    .CLK(CLK),         
    .COUT0(COUT0),     
    .COUT1(COUT1),     
    .COUT2(COUT2),     
    .VAL(VAL[15:12])   
);
wire [7:0] SEG0, SEG1, SEG2, SEG3;
Decoder_7seg D7_1(
    .VAL(VAL[3:0]),         
    .SEG(SEG0)              
);
Decoder_7seg D7_2(
    .VAL(VAL[7:4]),         
    .SEG(SEG1)              
);
Decoder_7seg D7_3(
    .VAL(VAL[11:8]),        
    .SEG(SEG2)              
);
Decoder_7seg D7_4(
    .VAL(VAL[15:12]),       
    .SEG(SEG3)              
);
reg [3:0] ANODE = 4'b1110;
reg [31:0] CNT;
always @ (posedge CLK) begin  
    if (RESET) begin
        ANODE <= 4'b1110;
        CNT <= 0;
    end else begin
        CNT <= CNT + 1;
        if (CNT == CNT_FULL) begin
            ANODE <= {ANODE[2:0], ANODE[3]};
            CNT <= 0;
        end
    end
end
assign SEG[7:0] = ~ANODE[0] ? SEG0 :
                  ~ANODE[1] ? SEG1 :
                  ~ANODE[2] ? SEG2 :
                  ~ANODE[3] ? SEG3 : 0;
assign SEG[11:8] = ANODE;
assign LED[0] = RESET;
assign LED[15:1] = 15'd0;
endmodule
`default_nettype wire

===== flow/run.sh =====
#!/bin/bash
# OpenROAD 26Q1-2900-gdf79404cd8, Yosys 0.63+post, stock flow scripts
make -C /OpenROAD-flow-scripts/flow DESIGN_CONFIG=/design/flow/config.mk WORK_HOME=/design/flow/orfs finish

===== flow/config.mk =====
export PLATFORM = sky130hd
export DESIGN_NAME = SW_top
export DESIGN_NICKNAME = SW_top
export VERILOG_FILES = /design/flow/design.v
export SDC_FILE = /design/flow/constraint.sdc
export NUM_CORES = 4
export LEC_CHECK = 1
export CORE_UTILIZATION = 50

===== flow/constraint.sdc =====
current_design SW_top

set clk_period 6.1
set clk_io_pct 0.2

create_clock -name clk0 -period $clk_period [get_ports {CLK}]

set non_clock_inputs [all_inputs -no_clocks]
set_input_delay [expr $clk_period * $clk_io_pct] -clock clk0 $non_clock_inputs
set_output_delay [expr $clk_period * $clk_io_pct] -clock clk0 [all_outputs]

==> results_slide.txt <==
Key Metrics from the Run

Finish
  – Area Growth Syn to Fin: 13.6%
  – Share of cells above drive strength 1: 0.0875
  – Cell area after layout: 0.00701 mm^2
  – Non-Filler Instances: 867

Power
  – Total power draw: 1890 uW
  – Sequential power share: 0.406
  – Cell Pwr Density: 270 mW/mm^2
  – Clk pwr share: 0.576
  – Net Sw Frac: 0.186
  – Combinational share of power: 0.018
  – Cell-internal power: 1540 uW
  – Leakage: 0.00261 uW
  – Switching pwr: 353 uW
  – VDD IR-drop max: 0.233 mV

Timing
  – Setup Viol. Count Final: 0
  – Fmax: 266 MHz
  – Clock Skew: 0.00622 ns
  – Max Slew Vio Count: 0
  – Tmin final: 3.77 ns
  – Setup WS post-layout: 2.33 ns
  – Final hold vios: 0
  – Setup TNS: 0 ns
  – RSZ-0062 raised after global routing: false
  – Actual slew at the worst max-slew pin: 0.819 ns
  – Relative slew slack: 0.447
  – Tcrit/Tclk final: 0.617

Setup path
  – Largest delay share family, worst path: buffers and inverters
  – Crit path cell chain: clkdlybuf4s50_1 -> buf_4 -> clkdlybuf4s50_1
  – CP startpoint kind: input port
  – Critical path required time: 4.88 ns
  – WP data arrival: 2.55 ns
  – WS Path Type: input port to output pin
  – Crit path buf inv count: 3
  – Slowest stage delay, CP: 0.54 ns
  – CP max stage cell: clkdlybuf4s50_1
  – CP most frequent cell: clkdlybuf4s50_1
  – Crit-path max FO: 30
  – Worst setup EP type: output pin

Yosys
  – Syn Std Cell Area: 0.00617 mm^2
  – Register bit count reported by yosys: 116
  – Synth cell types: 72
  – # Cells Yosys: 702
  – Flip-flops with a built-in enable: 0
  – Async SR Flop Fraction: 0
  – Synthesis Warnings: 7
  – Seq/Total Area, Yosys: 0.376
  – Mean post-synth cell area: 8.80 um^2
  – Yosys chip area: 0.00617 mm^2
  – Cell count after synthesis: 702
  – Commonest flop: dfxtp_1

Placement
  – Pre-CTS setup slack: 2.29 ns
  – Final GP Congestion: 0.831
  – IO Port Bufs: 15
  – Area after DPL: 0.00635 mm^2
  – Inst Count DP: 835
  – Dpl hpwl: 8.02 mm

Detailed routing
  – Routed WL: 12.0 mm
  – DR WL/cell: 13.8 um
  – Remaining DRCs: 0
  – Post-DRT Antenna Nets: 0
  – Diode count: 0
  – Number of DRC markers in iteration 0: 294
  – Vias per inst: 5.52
  – Vias post-DR: 4,784
  – TritonRoute pass-1 iters: 4

Clock network
  – Late-Pin Clk Latency: 0.41 ns
  – Setup Buffers After CTS: 0
  – CTS Root Cell: clkbuf_16
  – # clock sinks: 116
  – # H-tree levels: 4
  – TritonCTS buffer count: 17
  – Cts repair resizes: 0
  – CTS tree: built
  – CTS Hold Bufs: 0
  – Clk buf depth: 2
  – Clk slew on worst S/H paths: 0.05 ns

Global routing
  – Total track usage: 0.204
  – Initial antenna violation count: 0
  – Vias in the first global route: 4,381
  – Global-route wire length before repair: 20.8 mm
  – Total gr overflow: 0
  – Pin count of the biggest net entering global routing: 33

Floorplanning
  – Fp_density: 0.514
  – Die extent in y: 113 um
  – Top-Level Pins: 35
  – Core area: 0.0120 mm^2
  – Die width: 113 um
  – Die area: 0.0128 mm^2
  – Row count: 40

Hold path
  – HP Class: register to register

Job
  – # Max-Cap Violations: 0
  – Count of tool warnings: 55

Outcome
  – Status: finished clean
## power by group through the flow
stage / Clock (uW) / Combinational [uW] / Sequential, uW
global route: 1150 / 39.0 / 769
finish: 1090 / 34.5 / 769
CTS: 1110 / 35.0 / 769
## routing by layer
metal	vias up	track usage	routed length [um]
li1	2453	-	-
met1	2259	0.330	6260
met2	64	0.299	5220
met3	8	0.0415	399
met4	0	0.0246	97
met5	-	0	0
## path summary, 6_finish.rpt
path | start | end | slack (ns) | cells after the start
max | RESET | LED[0] | 2.33 | 3
min | bf_uut.STAT[0] | bf_uut.STAT[2] | 0.46 | 1
max reg2reg | SWdig0.VALr[0] | D7_3.SEG[3] | 2.88 | 7
min reg2reg | bf_uut.STAT[0] | bf_uut.STAT[2] | 0.46 | 1
## Yosys cell counts (2+ instances only)
master / count / area, um^2
a211oi_1: 2 / 15.0
nand4_1: 22 / 138
o21ai_0: 13 / 65.1
a22o_1: 2 / 17.5
o22ai_1: 3 / 18.8
or3_1: 13 / 81.3
and3_1: 8 / 50.1
mux2i_1: 13 / 130
nor4_1: 13 / 81.3
xor2_1: 28 / 245
and4_1: 10 / 87.6
or2_2: 3 / 18.8
a221oi_1: 3 / 26.3
inv_2: 2 / 7.51
nor3_1: 21 / 105
inv_1: 35 / 131
o32ai_1: 3 / 26.3
nand3_1: 33 / 165
ha_1: 36 / 450
nand3b_1: 7 / 52.6
nor2_1: 85 / 319
nor4b_1: 8 / 70.1
mux2_2: 8 / 90.1
xnor2_1: 31 / 272
dfxtp_1: 116 / 2320
o31ai_1: 4 / 30.0
nand2b_1: 4 / 25.0
mux4_2: 4 / 90.1
a21oi_1: 31 / 155
and3b_1: 3 / 26.3
o2bb2ai_1: 4 / 35.0
buf_2: 5 / 25.0
and2_1: 3 / 18.8
a21o_1: 5 / 37.5
clkbuf_1: 22 / 82.6
nand2_1: 34 / 128
a211o_1: 2 / 17.5
or4_1: 3 / 22.5
nor2b_1: 11 / 68.8
o211ai_1: 2 / 15.0
buf_4: 16 / 120
## registers in the layout, summed over array words and instances (netlist names), 4 cells and up
name / flops
D7_3.SEG: 7
SWdig0.VALr: 4
SWdig2.VALr: 4
bf_uut.CNT: 32
CNT: 32
D7_2.SEG: 7
D7_1.SEG: 7
D7_4.SEG: 7
SWdig3.VALr: 4
SWdig1.VALr: 4
ANODE: 4
## placed cells by master, fill, tap and decap left out, drive strengths merged, types with 23 or more instances in the layout
cell type    n
nor2        86
a21oi       33
xor2        28
xnor2       31
ha          36
dfxtp      116
inv         37
clkbuf      23
nand2       34
nand3       33
## layout make-up
cell class / count / area [um^2]
sequential: 116 / 2320
tap: 147 / 184
clock inverter: 9 / 173
clock buffer: 23 / 488
inverter: 39 / 151
timing repair buffer: 18 / 173
fill: 1031 / 5000
multi-input combinational: 515 / 3520
## through the flow
stage	hold slack, ns	utilization
after floorplan	0.429	-
after global placement	0.441	0.529
after detailed placement	0.450	0.529
after CTS	0.463	0.584
after global routing	0.492	0.584
final	0.457	0.584
## logic make-up (layout without fill, tap and decap cells)
family	Yosys count	after routing	synth area share
AND/OR/NAND/NOR	290	290	0.251
flip-flops	116	116	0.376
AND-OR/OR-AND	90	90	0.101
multiplexers	25	25	0.0503
adder cells (fa/ha/maj)	36	36	0.0729
buffers and inverters	85	89	0.0646
other	1	15	0.000607
XOR/XNOR	59	59	0.0837
Power and IR drop assume default switching activity.
